==> design.v <==
module ULA(SW1, SW2, KEY, out, HEX0);
    input [3:0]SW1;
    input [3:0]SW2;
    input [2:0]KEY;
    output reg [3:0]out;
    output reg [0:6]HEX0;
    always@(*)
    case(KEY)
        3'b000: out = 4'b0000;
        3'b001: out = SW2 - SW1;
        3'b010: out = SW1 - SW2;
        3'b011: out = SW1 + SW2;
        3'b100: out = SW1 ^ SW2;
        3'b101: out = SW1 | SW2;
        3'b110: out = SW1 & SW2;
        3'b111: out = 4'b1111;
    endcase
    always@(*)
    case(out)
        4'b0000: HEX0 = 7'b0000001;
        4'b0001: HEX0 = 7'b1001111;
        4'b0010: HEX0 = 7'b0010010;
        4'b0011: HEX0 = 7'b0000110;
        4'b0100: HEX0 = 7'b1001100;
        4'b0101: HEX0 = 7'b0100100;
        4'b0110: HEX0 = 7'b0100000;
        4'b0111: HEX0 = 7'b0001101;
        4'b1000: HEX0 = 7'b0000000;
        4'b1001: HEX0 = 7'b0000100;
    endcase
endmodule
==> run.sh <==
#!/bin/bash
# OpenROAD 26Q1-2900-gdf79404cd8, Yosys 0.63+post, stock flow scripts
make -C /OpenROAD-flow-scripts/flow DESIGN_CONFIG=/design/flow/config.mk WORK_HOME=/design/flow/orfs finish
==> config.mk <==
export PLATFORM = sky130hd
export DESIGN_NAME = ULA
export DESIGN_NICKNAME = ULA
export VERILOG_FILES = /design/flow/design.v
export SDC_FILE = /design/flow/constraint.sdc
export NUM_CORES = 4
export LEC_CHECK = 1
export CORE_AREA = 10 10 70 70
export DIE_AREA = 0 0 80 80
==> constraint.sdc <==
current_design ULA

set clk_period 3.3
set clk_io_pct 0.2

create_clock -name clk0 -period $clk_period

set non_clock_inputs [all_inputs -no_clocks]
set_input_delay [expr $clk_period * $clk_io_pct] -clock clk0 $non_clock_inputs
set_output_delay [expr $clk_period * $clk_io_pct] -clock clk0 [all_outputs]
==> summary.txt <==
run metrics: portion of the clock cycle consumed by the worst path in the final layout=slightly below 100%, final setup violation count=0, Min Clock Period, post-route=between 3000 and 4000 ps, Final Hold Fails=0, antenna-violating nets left=0, met3 track utilization from global routing=less than 1%, Final Max Slew Viols=0, synth top area cells=ha_1 (19%), dlxtn_1 (11%), inv_1 (5.7%), xnor2_1 (4.8%), fa_1 (4.4%), commonest register cell after synthesis=dlxtn_1, routed vias=around 1000, count of routing violations after the opening detailed-route iteration=25, yosys cell count=between 100 and 150, Layout area overhead=71.1%, chip area estimate from yosys synthesis=just over 900 µm², share of final-layout standard cells stronger than drive strength 1=between 40% and 50%, number of DRC violations after detailed routing=0, hold_buf cts=0, Core Box Area=3420 µm², cells along the critical path=buf_2, nand3b_4, nor2_4, a21o_1, inv_2, fa_2, nor2b_2, a311o_1, o21ai_2, inv_2, dlygate4sd2_1, Most common cell on crit path=inv_2, GR Util met1=between 10% and 20%, Global Route met2 Usage=between 10% and 20%, RSZ-0062 raised after global routing=no, Core Density at Floorplan=a little over a quarter, last weighted congestion value of the routability-driven placer=around 0.92, number of maximum-capacitance constraint violations=0, maximum frequency from static timing analysis=between 0.3 and 0.4 GHz, most area-hungry cell type in the Yosys netlist=ha_1, GR Util All Layers=8.24%, Sw Share=41.6%, post-layout worst setup margin=74.3 ps, Yosys Warn Count=1, maximum VDD drop=approximately 0.083 mV, critical path required time=2640 ps, leftover overflow at the end of global routing=0, number of antenna violations at the first check in global routing=0, global route hottest layer=met2, vias in the first global route=just over 1000, number of unconstrained endpoints=14, actual slew at the worst max-slew pin=999 ps, portion of total power attributed to the clock network=0%, launching element type of the critical path=primary input, Worst slew margin=31.7%, number of core rows=21, Leak Pwr=around 0.76 nW, Core Util, Final=between 40% and 50%, number of warnings in the stage logs=39, mean instance size in the synthesized netlist=between 8 and 9 µm², final total negative setup slack=0 ps, Setup Crit Path Kind=in -> out, global-route wire length before repair=between 4000 and 5000 µm, placed cell area=between 1000 and 1500 µm², startpoint of the worst hold path=KEY[1], Top-Level Pins=22, count of unclocked register or latch pins=7, Detailed Route WL=approximately 2600 µm, Initial DRT Pass Iterations=4, Die Ht=80 µm, number of distinct library cells after synthesis=52, endpoint with the worst hold slack=out[3], area of all placed cells without fillers=around 1600 µm², Avg Vias per Cell=about 4.7, arrival time reported for the critical path endpoint=around 2600 ps, CP Max Fanout=3, share of synthesized registers carrying an async set or reset=0%, Hold Path Cell Cnt=7, Seq pwr share=7.2%, Horiz. Die Dim=80 µm, flip-flop count of the largest register after layout=7, Internal Dissipation=~0.17 mW, detailed placement HPWL=around 2200 µm, Power Density=188 nW/µm², count of mapped cells out of synthesis=between 100 and 150, class of the most critical hold timing path=in -> out, WL per Instance=~12 µm, DIE AREA=~6400 µm², Antenna Diode Count=0, pin count of the biggest net entering global routing=13, Crit path largest cell delay=530 ps, port buffer count=22, Yosys reg bits=7, Placement Setup Slack=-610 ps, total standard cell area after synthesis=915 µm², Max-area cell share=between 10% and 20%, Critical Path End Type=primary output, CP max stage cell=fa_2, number of enable-type register cells in the synthesized netlist=0, switching power summed over all nets=0.122 mW, leading post-synthesis cells by instance count=ha_1 (14), inv_1 (14), a21oi_1 (7), dlxtn_1 (7), power share of the combinational group=92.8%, run status=finished clean
## power by group through the flow
stage         sequential (mW)  clock (mW)  combinational [mW]
CTS                    0.0213           0               0.269
global route           0.0217           0               0.301
finish                 0.0212           0               0.272
## worst max-delay path by stage
stage | start | end | slack [ps] | cells after the start
after CTS | SW2[1] | out[3] | 20 | 12
after global routing | KEY[2] | out[1] | 7 | 11
final | KEY[2] | out[1] | 70 | 11
## area by class of cell
| class | count | area [µm²] |
|---|---|---|
| fill | 330 | 1850 |
| sequential | 7 | 105 |
| inverter | 18 | 68.8 |
| tap | 46 | 57.6 |
| timing repair buffer | 62 | 499 |
| multi-input combinational | 82 | 835 |
## layer usage
| metal | vias to the layer above | wire length [µm] |
|---|---|---|
| met1 | 463 | 1290 |
| met2 | 19 | 1200 |
| met3 | 0 | 97 |
| li1 | 518 | - |
| met5 | - | 0 |
| met4 | 0 | 0 |
## cells in the final DEF (no fill, tap or decap), types with 2 or more instances in the layout
cell type        instances
a2111oi_0                2
a21o_1                   2
a21oi_1                  4
a21oi_2                  4
buf_2                    4
buf_4                   38
buf_6                    3
clkdlybuf4s50_1          9
dlxtn_1                  7
dlygate4sd2_1            6
fa_2                     2
ha_1                     9
ha_4                     4
inv_1                    7
inv_2                   10
mux2i_1                  2
nor2_1                   2
nor2_4                   2
nor2b_1                  2
nor3_1                   5
o211ai_1                 2
xnor2_1                  4
## per-stage QoR
stage	cells	hold slack [ps]	total power, mW
floorplan	110	1780	0.143
detailed placement	208	2610	0.264
global placement	208	2590	0.263
finish	215	1930	0.294
global route	215	1990	0.323
CTS	214	2050	0.291
## worst max-delay path: cells and delay by family
family / cells / cell delay (ps)
AOI/OAI and AO/OA: 3 / 580
adders and majority gates: 1 / 530
buffers and inverters: 4 / 440
and+or+nand+nor: 3 / 350
## repair_timing
action	in CTS	in global routing
resized	47	11
setup buffers	6	1
pin swaps	14	7
setup endpoints to repair	4	3
## cells by family (layout without fill, tap and decap cells)
logic type	after synthesis	count (layout)	synth area share [%]
AOI/OAI and AO/OA	29	29	24.6
and+or+nand+nor	28	28	20.5
buffers and inverters	21	80	9.16
adders and majority gates	16	16	23.5
latches	7	7	11.5
xor gates and xnor gates	6	6	7.25
muxes	3	3	3.42
No activity file was given, so power comes from the tool's default toggle rates.
