===== run.sh =====
#!/bin/bash
# OpenROAD 26Q1-2900-gdf79404cd8, Yosys 0.63+post, stock flow scripts
make -C /OpenROAD-flow-scripts/flow DESIGN_CONFIG=/design/flow/config.mk WORK_HOME=/design/flow/orfs finish

===== design.v =====
module ULA32b(SW1, SW2, KEY, out);
    input [31:0]SW1;
    input [31:0]SW2;
    input [4:0]KEY;
    output reg [31:0]out;
    reg [31:0]outi;
always@(*)
    case(KEY[4:2])
        3'b000: outi = SW1;              
        3'b001: outi = SW2 + SW1;        
        3'b010: outi = SW1 - SW2;        
        3'b011: outi = SW1 & SW2;        
        3'b100: outi = SW1 | SW2;        
        3'b101: outi = SW1 + 1;          
        3'b110: outi = SW1 -1;           
        3'b111: outi = SW2;              
    endcase
always@(*)
    case(KEY[1:0])
        2'b00: out = outi;               
        2'b01: out = outi << 1;          
        2'b10: out = outi >> 1;          
        2'b11: out = 0;                  
    endcase
endmodule

===== config.mk =====
export PLATFORM = sky130hd
export DESIGN_NAME = ULA32b
export DESIGN_NICKNAME = ULA32b
export VERILOG_FILES = /design/flow/design.v
export SDC_FILE = /design/flow/constraint.sdc
export NUM_CORES = 4
export LEC_CHECK = 1
export CORE_UTILIZATION = 40

===== constraint.sdc =====
current_design ULA32b

set clk_period 28.1
set clk_io_pct 0.2

create_clock -name clk0 -period $clk_period

set non_clock_inputs [all_inputs -no_clocks]
set_input_delay [expr $clk_period * $clk_io_pct] -clock clk0 $non_clock_inputs
set_output_delay [expr $clk_period * $clk_io_pct] -clock clk0 [all_outputs]

==> out/results.ini <==
[worst_setup_path]
cp-start-kind = input pin
cp-end-kind = primary output
crit_arrival_ns = 11.05
critPathMaxFanout = 29
critPathRequiredTime_ns = 22.48
worstSetupPathType = in2out

[synth]
most_common_cell = nand2_1
synth-cells-yosys = 686
synth_top_cell_by_area = ha_1
ys_warn_count = 1
top_area_share_pct = 9.28
syn_area_sq_mm = 0.00431
top_cells_by_count = nand2_1, nor2_1, a21oi_1, o21ai_0, clkbuf_1
ys_seq_share_pct = 0
synthCells = 686
yosys_area_sq_mm = 0.00431
mux_area_share_pct = 3.10
adder_share_pct = 9.74
ys_sh_simple_pct = 28.6
area_leaders = ha_1, nand2_1, a21oi_1
aoi_share_pct = 43.9
xor_share_pct = 8.93
ys_types = 64
ys_top_logic_family = AND-OR/OR-AND gates
syn_area_per_cell_sq_um = 6.29

[run]
cap_violations = 0
tool_warnings = 32

[finish]
nFillCells = 1053
final_area_sq_mm = 0.00542
area_delta_synth_final_pct = 25.6
seq_area_sq_um = 0
seq_cells = 0
nClkBuffers = 0
drive_gt1_share_pct = 4.24

[min_path]
min_to = out[0]
hold_path.class = in2out
hp-start = SW1[0]
hold_depth = 4

[outcome]
status = completed

[pwr]
p_leak_nw = 2.03
ir_worst_vdd_uv = 13.7
power.density_mw_per_mm2 = 26.2

[global_route]
grt_use_total_pct = 32.9
grt_max_degree = 40
grt_first_pass_wirelength_um = 28300
overflow = 0
antenna_found_initial = 0
first_global_vias = 5013

[drt]
num_vias = 5711
drt_wl_total_um = 18600
route.detailed.vias_per_inst = 6.42
drc_errors = 0
final_antenna_net_count = 0
drtIter0Drc = 497
drtPass1Iterations = 5
post_drt_wl_per_cell_um = 20.9
diodes = 0

[final_timing]
min_period_over_period_pct = 59.3
setup_viol = 0
min_period_ns = 16.67
drv_slew = 0
fmax_ghz = 0.0600
hold_viol_final = 0
rsz0062_at_grt = false
fin_setup_tns_ns = 0
tightest_slew_ns = 0.938
timing.hold.ws_ns = 12.39
maxSlewHeadroom_pct = 37.2

[cts]
ctsResizeCount = 0
cts-hold-fix-buffers = 0
post_cts_buffers = 0

[place]
place_area_sq_mm = 0.00542
place_congestion = 0.984
portBuffers = 101
hpwl_um = 14400

[floorplanning]
rows = 37
dieWidth_um = 106
io_pins = 101
die_area_sq_mm = 0.0112
core-area_sq_mm = 0.0104
fp_util_pct = 41.6
fp.dieH_um = 106

## area by class of cell
type	instances	area, sq um	share of cell area (%)
inverter	17	63.8	1.18
tap	136	170	3.14
multi-input combinational	623	4080	75.2
timing repair buffer	114	1110	20.5
## cells in the final DEF, fill, tap and decap left out, drive strengths merged, types with 3 or more instances in the layout
master / count
clkdlybuf4s50: 101
nand2: 91
nor2: 67
a21oi: 57
o21ai: 46
a221oi: 32
ha: 32
xnor2: 23
nor3: 22
xor2: 21
o211ai: 19
inv: 17
a21o: 17
a31oi: 13
o21a: 13
buf: 13
nand3: 12
a211oi: 12
nand2b: 11
or3: 10
mux2i: 10
a22oi: 10
nand4: 9
and2: 7
nor4: 7
nor2b: 7
or4: 6
o221ai: 6
a22o: 5
o22ai: 5
o31ai: 4
a211o: 4
a31o: 4
a41oi: 4
o311ai: 4
a32oi: 3
mux2: 3
## metrics by stage
| step | util [%] | std cells | power (W) | setup WS, ns |
|---|---|---|---|---|
| 6_report | 52.2 | 890 | 0.000142 | 11.43 |
| 5_1_grt | 52.2 | 890 | 0.000155 | 10.97 |
| 4_1_cts | 52.2 | 890 | 0.000140 | 11.48 |
| 3_5_place_dp | 52.2 | 890 | 0.000139 | 11.48 |
| 3_3_place_gp | 52.2 | 890 | 0.000139 | 11.51 |
| 2_1_floorplan | - | 686 | 0.0000871 | 12.88 |
## per-layer routing
layer	wire [um]	vias to the layer above	track usage [%]
li1	-	2779	-
met1	8290	2617	48.3
met2	8150	278	50.0
met3	1620	37	4.42
met4	530	0	9.62
met5	0	-	0
## worst max-delay path, stage by stage
cell	delay, ns
clkdlybuf4s50_1	0.40
buf_4	0.25
inv_1	0.53
nand2_1	0.41
nand2_2	0.34
nand2_1	0.09
nand2_1	0.09
ha_1	0.15
inv_1	0.05
fa_1	0.41
a21oi_1	0.23
o211ai_1	0.22
a21o_1	0.25
a21oi_1	0.21
o21ai_0	0.14
xor2_1	0.19
mux2i_1	0.10
a221o_1	0.47
a221oi_1	0.38
clkdlybuf4s50_1	0.52
## how the worst max path moves through the flow
stage | start | endpoint | slack (ns) | cells after the start
after global routing | SW2[0] | out[30] | 10.97 | 22
after CTS | SW2[12] | out[29] | 11.48 | 18
final | KEY[3] | out[9] | 11.43 | 20
## cells by family after synthesis
family | count (synthesis)
XOR/XNOR | 44
multiplexers | 13
AND/OR/NAND/NOR | 259
AND-OR/OR-AND | 274
adder cells (fa/ha/maj) | 33
buffers and inverters | 63
## report_power, final
group / switching (W) / leakage [nW] / internal (W) / total (W)
logic: 0.0000777 / 2.03 / 0.0000641 / 0.000142
clock network: 0 / 0 / 0 / 0
registers: 0 / 0 / 0 / 0
total: 0.0000777 / 2.03 / 0.0000641 / 0.000142
Power is estimated from default activity; no workload was simulated.
